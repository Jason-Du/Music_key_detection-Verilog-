===== flow/run.sh =====
#!/bin/bash
# OpenROAD 26Q1-2900-gdf79404cd8, Yosys 0.63+post, stock flow scripts
make -C /OpenROAD-flow-scripts/flow DESIGN_CONFIG=/design/flow/config.mk WORK_HOME=/design/flow/orfs finish

===== flow/design.v =====
`timescale 1ns / 10ps
module ConvolutionStage1(
	input clk,
	input reset,
	input enable,
	input signed[16-1:0]datain1,
	input signed[16-1:0]datain2,
	input signed[16-1:0]datain3,
	input signed[16-1:0]datain4,
	input signed[16-1:0]datain5,
	input signed[16-1:0]datain6,
	input signed[16-1:0]datain7,
	input signed[16-1:0]datain8,
	input signed[16-1:0]datain9,
	input signed[16-1:0]datain10,
	output signed[16-1:0]dataout,
	output reg donesignal
	);
	wire signed [16-1:0] add1,add2,add3,add4,add5,add6,add7;
	reg signed[16-1:0]filterout1;
	reg signed[16-1:0]filterout2;
	reg signed[16-1:0]filterout3;
	reg signed[16-1:0]filterout4;
	reg signed[16-1:0]filterout5;
	reg signed[16-1:0]filterout6;
	reg signed[16-1:0]filterout7;
	reg signed[16-1:0]filterout8;
	reg signed[16-1:0]filterout9;
	reg signed[16-1:0]filterout10;
	always @(posedge clk )
	begin
	if (reset==1'b1)
	begin
		filterout1<=0;
		filterout2<=0;
		filterout3<=0;
		filterout4<=0;
		filterout5<=0;
		filterout6<=0;
		filterout7<=0;
		filterout8<=0;
		filterout9<=0;
		filterout10<=0;
		donesignal<=0;
	end
	else if(enable==1)
	begin
		filterout1<=$signed(datain1)*$signed(16'd1);
		filterout2<=$signed(datain2)*$signed(16'd2);
		filterout3<=$signed(datain3)*$signed(16'd3);
		filterout4<=$signed(datain4)*$signed(16'd0);
		filterout5<=$signed(datain5)*$signed(16'd0);
		filterout6<=$signed(datain6)*$signed(16'd1);
		filterout7<=$signed(datain7)*$signed(16'd2);
		filterout8<=$signed(datain8)*$signed(16'd3);
		filterout9<=$signed(datain9)*$signed(16'd0);
		filterout10<=$signed(datain10)*$signed(16'd0);
		donesignal<=1'b1;
	end
	else
	begin
		filterout1<=0;
		filterout2<=0;
		filterout3<=0;
		filterout4<=0;
		filterout5<=0;
		filterout6<=0;
		filterout7<=0;
		filterout8<=0;
		filterout9<=0;
		filterout10<=0;
		donesignal<=0;
	end
	end
	assign add1=filterout1+filterout2;
	assign add2=filterout3+filterout4;
	assign add3=filterout5+filterout6;
	assign add4=filterout7+filterout8;
	assign add5=filterout9+filterout10;
	assign add6=add1+add2;
	assign add7=add3+add4;
	assign dataout=add6+add7+add5;	
endmodule

===== flow/config.mk =====
export PLATFORM = sky130hd
export DESIGN_NAME = ConvolutionStage1
export DESIGN_NICKNAME = ConvolutionStage1
export VERILOG_FILES = /design/flow/design.v
export SDC_FILE = /design/flow/constraint.sdc
export NUM_CORES = 4
export LEC_CHECK = 1
export CORE_UTILIZATION = 30

===== flow/constraint.sdc =====
current_design ConvolutionStage1

set clk_period 7.8
set clk_io_pct 0.2

create_clock -name clk0 -period $clk_period [get_ports {clk}]

set non_clock_inputs [all_inputs -no_clocks]
set_input_delay [expr $clk_period * $clk_io_pct] -clock clk0 $non_clock_inputs
set_output_delay [expr $clk_period * $clk_io_pct] -clock clk0 [all_outputs]

==> impl_metrics.yaml <==
# yosys + openroad results
setup_path:
  cpPeakStageDelay_ns: 0.53
  crit_family: "adder cells"
  worst_path_max_delay_cell: "fa_1"
  critPathKind: "reg -> out"
  startpoint_type: "flop"
  cp_max_fo: 3
  cp.required_ns: 6.24
  crit_arrival_ns: 4.83
  cp_common_cell: "inv_1"
  path_buffers: 6
  cp_cell_sequence: "inv_1 -> fa_1 -> inv_1 -> fa_1 -> inv_1 -> fa_1 -> inv_1 -> ha_1 -> inv_1 -> fa_1 -> nor2b_1 -> o21ai_0 -> a21boi_1 -> o31ai_1 -> nor2_1 -> nor4_1 -> clkdlybuf4s50_1"
  critPathCaptureType: "primary output"
pwr:
  total_power_uw: 1580
  powerDensity_nw_per_um2: 197
  p_leak_uw: 0.00370
  peakVddDrop_mv: 0.0969
min_path:
  hold_class: "in -> reg"
status:
  status: "completed"
place:
  port-buffer-count: 113
  place_congestion: 0.874
  dpl.hpwl_um: 10000
logic_synthesis:
  syn_avg_cell_area_um2: 9.61
  ys_sh_simple_pct: 12.3
  yosys_cells: 655
  edf_count: 0
  synth.distinct_cells: 47
  ys_async_sr_fraction_pct: 0
  ys_seq_share_pct: 30.2
  synth_area_um2: 6290
  synthAdderAreaFrac_pct: 32.5
  syn_inst: 655
  mux_area_share_pct: 0.318
  ff_type: "dfxtp_1"
  xor_share_pct: 5.57
  ys_seq_elements: 95
  ys_chip_area_um2: 6290
  ys_sh_aoi_pct: 9.54
  netlist_logic_family_top: "adder cells"
  yosys_warnings: 1
timing:
  max_slew_margin_pct: 59.7
  setup_viol: 0
  slew_viol_final: 0
  rsz0062_at_grt: "no"
  hold_viol: 0
  finalClockPeriodUsage_pct: 82.0
  whs_ns: 1.77
  tns_ns: 0
  min_period_ns: 6.39
  max_freq_mhz: 156
  worstMarginPinSlew_ns: 0.604
floorplan:
  dieWidth_um: 147
  boundaryPins: 180
  dieArea_um2: 21600
  die_y_um: 147
  fp-row-count: 52
  core_um2: 20400
  initCoreUtil_pct: 30.8
detailed_routing:
  firstDrtPassIters: 4
  drc: 0
  wl_per_cell_um: 11.4
  drt_iter0_drc: 114
  via_count: 4296
  via_per_inst: 4.10
  wl_um: 11900
  ant_nets: 0
final_layout:
  area_growth_pct: 27.6
  drive_above_1_share_pct: 3.22
  final_util_pct: 39.3
  layout_top_cells: "inv_1 (150), clkdlybuf4s50_1 (113), dfxtp_1 (95), and2_1 (71), ha_1 (69)"
  fillers: 2051
  layout_top_cell: "inv_1"
clock_tree:
  clkTransAtPathRegs_ns: 0.07
  cts-buffers-inserted: 9
  cts_resized: 0
  cts_hold_buffers: 0
  cts_root_buffer: "clkbuf_16"
  cts_setup_buffers: 0
  h-tree-depth: 3
  cts_tree: "done"
  clock_path_buffers: 2
  cts.sinks: 95
global_routing:
  grt_pass1_wl_um: 19600
  grt.total_usage_pct: 11.9
  grt_overflow: 0
  grt_max_degree: 77
  antenna_found_initial: 2
  grt_pass1_vias: 4317
flow_run:
  openroad.warnings: 91
  drv_cap: 0
-- metrics by stage --
step,worst slack [ns],instance area [µm²],std cells
after detailed placement,1.75,7740,1030
after global placement,1.76,7740,1030
after global routing,1.07,8030,1046
after CTS,1.37,8030,1046
final,1.41,8030,1047
after floorplan,2.73,6290,655
-- layout make-up --
cell class / instances / area (µm²) / share of cell area (%)
inverter: 151 / 567 / 7.06
sequential: 95 / 1900 / 23.7
multi-input combinational: 399 / 3790 / 47.2
tap: 270 / 338 / 4.21
clock buffer: 10 / 239 / 2.98
antenna: 1 / 2.50 / 0.0312
timing repair buffer: 115 / 1150 / 14.3
clock inverter: 6 / 50.0 / 0.623
-- cell usage after synthesis (2+ instances only) --
| library cell | number | area, µm² |
|---|---|---|
| nor2_1 | 41 | 154 |
| a21o_1 | 13 | 97.6 |
| mux2i_1 | 2 | 20.0 |
| o21a_1 | 9 | 67.6 |
| nor3_1 | 6 | 30.0 |
| and2_1 | 71 | 444 |
| nor2b_1 | 3 | 18.8 |
| nand2_1 | 11 | 41.3 |
| o31ai_1 | 3 | 22.5 |
| o21ai_0 | 12 | 60.1 |
| dfxtp_1 | 95 | 1900 |
| nor3b_1 | 2 | 15.0 |
| ha_1 | 69 | 863 |
| o31a_1 | 2 | 17.5 |
| nand4_1 | 2 | 12.5 |
| nand3_1 | 3 | 15.0 |
| xnor2_1 | 25 | 219 |
| a211oi_1 | 5 | 37.5 |
| o21bai_1 | 5 | 37.5 |
| xor2_1 | 15 | 131 |
| clkbuf_1 | 10 | 37.5 |
| fa_1 | 59 | 1180 |
| nor4_1 | 2 | 12.5 |
| a21oi_1 | 17 | 85.1 |
| inv_1 | 151 | 567 |
-- flip-flops by register name, summed over array words and instances, names as in the netlist --
register / count
donesignal: 1
filterout1: 16
filterout2: 15
filterout3: 16
filterout6: 16
filterout7: 15
filterout8: 16
-- power breakdown --
group          leakage (µW)  internal [µW]  switching (µW)  total (µW)
clock              0.000142            230             195         425
sequential         0.000781            513            10.9         524
combinational       0.00278            346             284         631
-- kinds of logic (layout without fill, tap and decap cells) --
group                      after synthesis  after routing
buffers and inverters                  161            282
and+or+nand+nor                        145            145
adders and majority gates              128            128
DFF                                     95             95
AOI/OAI and AO/OA                       84             84
xor gates and xnor gates                40             40
muxes                                    2              2
other                                    0              1
-- per-layer routing --
metal / share of wire [%] / routed length [µm] / vias to the layer above / GRT usage [%]
met5: 0 / 0 / - / 0
met4: 1.8 / 217 / 0 / 1.93
met3: 9.1 / 1090 / 12 / 4.63
met2: 44 / 5190 / 93 / 18.1
met1: 45 / 5420 / 1921 / 16.6
li1: - / - / 2270 / -
-- path summary, 6_finish.rpt --
| kind | start | endpoint | slack (ns) | depth (start not counted) |
|---|---|---|---|---|
| max | filterout3[2] | dataout[14] | 1.41 | 17 |
| min | datain6[2] | filterout6[2] | 1.77 | 2 |
Power is estimated from default activity; no workload was simulated.
